$ cat design.v
`timescale 1ns/100ps
module suart  ( clock,   
                reset,   
                tx,      
                rx,      
                txen,    
                txready, 
                rxready, 
                dout,    
                din      
              );
input        clock, reset, txen;
input        rx;
output       tx;
output       txready, rxready;
input  [7:0] din;
output [7:0] dout;
reg           txready, rxready;
reg     [7:0] dout;
reg           tx;
reg           staterxbc, 
              statetxbc;
reg    [12:0] baudrxcount;
reg    [ 3:0] bitrxcount;
reg    [12:0] baudtxcount;
reg    [ 3:0] bittxcount;
reg           rx1, rx2, rx3;
reg    [8:0]  rxdata, txdata;
reg           staterx,
              statetx;
wire          baudrxclock;
wire          baudtxclock;
wire          startrxbit;
reg           starttxbit;
parameter IDLE       = 1'b0,
          CNT10P     = 1'b1;
parameter IDLERX     = 1'b0,
          RXDATA     = 1'b1;
parameter IDLETX     = 1'b0,
          TXDATA     = 1'b1;
assign baudrxclock = (baudrxcount == 433/2);  
assign baudtxclock = (baudtxcount == 433/2);
always @(posedge clock or posedge reset)
begin
  if ( reset )
  begin
    baudrxcount <= 0;
    bitrxcount <= 0;
    staterxbc <= IDLE;
  end
  else
  begin
    case ( staterxbc )
      IDLE :        begin
                      bitrxcount <= 0;
                      if ( startrxbit )
                      begin
                        baudrxcount <= 217/2;  
                        staterxbc <= CNT10P;
                      end
                      else
                      begin
                        staterxbc <= IDLE;  
                      end
                    end
      CNT10P:       begin
                      if ( baudrxclock )
                      begin
                        if ( bitrxcount == 9 )
                        begin
                          staterxbc <= IDLE;  
                        end
                        else
                        begin
                          staterxbc <= CNT10P;
                        end
                        bitrxcount <= bitrxcount + 1;  
                        baudrxcount <= 0;
                      end
                      else
                        baudrxcount <= baudrxcount + 1;  
                    end
    endcase
  end
end
always @(posedge clock or posedge reset)
begin
  if ( reset )
  begin
    baudtxcount <= 0;
    bittxcount <= 0;
    statetxbc <= IDLE;
  end
  else
  begin
    case ( statetxbc )
      IDLE :        begin
                      bittxcount <= 0;
                      if ( starttxbit )
                      begin
                        baudtxcount <= 217/2;  
                        statetxbc <= CNT10P;
                      end
                      else
                      begin
                        statetxbc <= IDLE;  
                      end
                    end
      CNT10P:       begin
                      if ( baudtxclock )
                      begin
                        if ( bittxcount == 10 )
                        begin
                          statetxbc <= IDLE;  
                        end
                        else
                        begin
                          statetxbc <= CNT10P;
                        end
                        bittxcount <= bittxcount + 1;  
                        baudtxcount <= 0;
                      end
                      else
                        baudtxcount <= baudtxcount + 1;  
                    end
    endcase
  end
end
always @(posedge clock or posedge reset)
begin
  if ( reset )
  begin
    rx1 <= 0;
    rx2 <= 0;
    rx3 <= 0;
  end
  else
  begin
    rx1 <= rx;
    rx2 <= rx1;
    rx3 <= rx2;
  end
end
assign startrxbit = ( rx3 & ~rx2 ) & (bitrxcount == 0);
always @(posedge clock or posedge reset)
begin
  if ( reset )
  begin
    rxdata <= 0;
    staterx <= IDLERX;
    dout <= 0;
  end
  else
  begin
    case ( staterx )
      IDLERX:	begin  
                  rxready <= 0;
                  if ( startrxbit )
                    staterx <= RXDATA;
                  else
                    staterx <= IDLERX;
                end
      RXDATA:	begin
                  if ( baudrxclock )  
                  begin
                    if ( ( bitrxcount == 0 ) & (rx3 == 1'b1) )  
                      staterx <= IDLERX;
                    else
                    begin                       
                      rxdata <= {rx3, rxdata[8:1]};  
                      if ( bitrxcount == 9 ) 
                      begin
                        if ( rx3 == 1'b0 )  
                          staterx <= IDLERX;
                        else
                        begin
                          dout <= rxdata[8:1];
                          rxready <= 1;
                          staterx <= IDLERX;
                        end
                      end
                    end
                  end
                end                
    endcase
  end
end
always @(posedge clock or posedge reset)
begin
  if ( reset )
  begin
    txdata <= 0;
    statetx <= IDLETX;
    starttxbit <= 0;
    txready <= 1;
    tx <= 1'b1;
  end
  else
  begin
    case ( statetx )
      IDLETX:	begin  
                  tx <= 1'b1;
                  if ( txen )
                  begin
                    statetx <= TXDATA;
                    txdata <= {1'b1,din};  
                    txready <= 0;
                    starttxbit <= 1;
                  end
                  else
                    statetx <= IDLETX;
                end
      TXDATA:	begin
                  starttxbit <= 0;
                  if ( baudtxclock )  
                  begin
                    if ( bittxcount == 0 )
                      tx <= 1'b0;  
                    else
                    begin                       
                      if ( bittxcount == 10 ) 
                      begin
                        tx <= 1'b1;  
                        txready <= 1;
                        statetx <= IDLETX;
                      end
                      else
                      begin
                        tx <= txdata[0];  
                        txdata <= {1'b1, txdata[8:1]};  
                      end
                    end
                  end
                end                
    endcase
  end
end
endmodule
$ cat constraint.sdc
current_design suart

set clk_period 2.7
set clk_io_pct 0.2

create_clock -name clk0 -period $clk_period [get_ports {clock}]

set non_clock_inputs [all_inputs -no_clocks]
set_input_delay [expr $clk_period * $clk_io_pct] -clock clk0 $non_clock_inputs
set_output_delay [expr $clk_period * $clk_io_pct] -clock clk0 [all_outputs]
$ cat run.sh
#!/bin/bash
# OpenROAD 26Q1-2900-gdf79404cd8, Yosys 0.63+post, stock flow scripts
make -C /OpenROAD-flow-scripts/flow DESIGN_CONFIG=/design/flow/config.mk WORK_HOME=/design/flow/orfs finish
$ cat config.mk
export PLATFORM = sky130hd
export DESIGN_NAME = suart
export DESIGN_NICKNAME = suart
export VERILOG_FILES = /design/flow/design.v
export SDC_FILE = /design/flow/constraint.sdc
export NUM_CORES = 4
export LEC_CHECK = 1
export CORE_UTILIZATION = 40
==> job_summary.md <==
### Yosys + OpenROAD results

| Metric | Value |
|---|---|
| Register area share after synthesis | 50.9% |
| Placed Area | 3820 um^2 |
| Most instantiated logic cells after routing | dfrtp_1 (67), nand2_1 (29), clkdlybuf4s50_1 (22) |
| Cells in synth_stat.txt | roughly 330 |
| Fillcell total | between 700 and 800 |
| Setup_tns | 0 ns |
| Asr flop ratio synth | between 90 and 100% |
| Number of H-tree levels | 3 |
| CTS root buf | clkbuf_8 |
| Antenna cells | 0 |
| Crit share post-route | about nine tenths |
| Area leader, netlist | dfrtp_1 |
| Chip Area, Yosys | around 3500 um^2 |
| CP max stage cell | or4_4 |
| Clk sinks | approximately 70 |
| Final Hold Viols | 0 |
| Worst Skew | ~0.011 ns |
| Flops after synth | 70 |
| Post-Syn Area per Cell | between 10 and 15 um^2 |
| Gr usage total | 16.7% |
| Post-synth cell types | approximately 53 |
| Die H | approximately 95 um |
| GP Congestion | 0.814 |
| Tool warnings | 31 |
| CTS buffer count | 9 |
| Post-Route Utilization | between 40% and 50% |
| Type of the tightest min-delay check | reg2reg |
| Via count | 2523 |
| Post-DP HPWL | approximately 4500 um |
| Fp_density | between 40% and 50% |
| Initial antenna violation count | 0 |
| Vias in the first global route | around 2400 |
| Power, Total | between 3 and 4 mW |
| Prevailing post-synth register cell | dfrtp_1 |
| Ports | 23 |
| Core area | 8300 um^2 |
| Crit path kind | reg2reg |
| NetSw | roughly 920 uW |
| Sequential Power Share | roughly 47% |
| Fin. max-slew vios | 0 |
| Wirelength per Cell | 14.1 um |
| Crit path time final | around 2.5 ns |
| CP Data Arrival Time | ~2.7 ns |
| Final setup vio count | 0 |
| Post-CTS Setup Inserts | 0 |
| Sw frac | a little under a third |
| DR DRC count | 0 |
| Fmax | 405 MHz |
| Post-cts resize count | 0 |
| MaxCap Viol Count | 0 |
| Storage cell area | between 1500 and 2000 um^2 |
| First-pass GRT wire length | around 12000 um |
| DR iter-0 viols | approximately 100 |
| Worst Setup Start Kind | flip-flop |
| Non-filler cells in the finished layout | ~470 |
| Status | finished clean |
| CTS tree | yes |
| Top cell type's share of synthesized area | 48.5% |
| CTS clk-pin slew, worst paths | roughly 0.070 ns |
| Drt total wl | 6620 um |
| Port buffer count | 22 |
| Combinational share of power | between 10% and 20% |
| Placed cell count | between 400 and 500 |
| Comb area | ~1600 um^2 |
| Post-Synthesis Cells | about 330 |
| CP Data Required Time | ~3 ns |
| Worst vdd ir | between 0.5 and 0.6 mV |
| Post-synth EDFFs | 1 |
| Slew HR | between 50% and 60% |
| Power per cell area | around 750 nW/um^2 |
| Share of cells above drive strength 1 | about an eighth |
| CP Cell Sequence | inv_1 -> ha_1 -> or4b_4 -> or4_4 -> o22a_1 -> a221o_1 |
| Core Rows | 33 |
| RSZ-0062 raised after global routing | false |
| CTS max path bufs | 2 |
| Clock power share | between 30% and 40% |
| Most frequent logic cell in the layout | dfrtp_1 |
| Latency at later pin | ~0.35 ns |
| Die ar. | approximately 9000 um^2 |
| Netlist Area Pre-Place | about 3500 um^2 |
| Die W | ~95 um |
| Yosys warning count | 1 |
| Max incr delay on CP | between 0.5 and 0.6 ns |
| Largest net degree at the start of global routing | 34 |
| Layout area overhead | 17.7% |
| Overflow after GRT | 0 |
| Static Leak | 1.87 nW |
| DRT Pass-1 Iters | 4 |
| P_int | roughly 2.1 mW |
| Cts hold-fix bufs | 0 |
| Crit end category | flip-flop |
| Top cells, area | dfrtp_1 (49%), mux2_2 (4.9%), ha_1 (3.6%) |
| Worst-Margin Slew | 0.692 ns |
| Vias/cell | ~5.4 |
| Post-detailed-route count of antenna-violating nets | 0 |
| Final Cell Area | approximately 4000 um^2 |
| Worst-path fanout max | 12 |
-- per-stage QoR --
stage / worst slack, ns / hold WS (ns)
after global placement: 0.316 / 0.333
after CTS: 0.227 / 0.353
after detailed placement: 0.269 / 0.335
final: 0.230 / 0.351
after floorplan: 0.423 / 0.331
after global routing: 0.118 / 0.380
-- power by group through the flow --
stage | clock, mW | sequential [mW] | combinational, mW
5_1_grt | 1.09 | 1.47 | 0.656
6_report | 1.02 | 1.43 | 0.578
4_1_cts | 1.05 | 1.43 | 0.581
-- registers in the layout, summed over array words and instances (netlist names), 4 cells and up --
| signal | cells |
|---|---|
| baudtxcount | 13 |
| rxdata | 8 |
| bittxcount | 4 |
| bitrxcount | 4 |
| txdata | 9 |
| dout | 8 |
| baudrxcount | 13 |
-- cell usage after synthesis, drive strengths merged, types with 3 or more instances --
cell,n
o21a,3
nor2,13
nand2,29
a21oi,20
nor3,6
mux2i,7
inv,18
nand4,3
nor4,7
and3,5
nand3,18
a21o,6
xnor2,6
o21ai,15
mux2,15
dfrtp,67
a31oi,6
and2,11
ha,10
xor2,5
a221o,8
nor3b,6
nand2b,8
clkbuf,9
-- cells by family after synthesis --
family / Yosys count / synth area share [%]
simple gates: 117 / 18.6
compound gates: 72 / 13.7
flops: 70 / 50.9
buf+inv: 29 / 3.40
mux: 22 / 6.92
xor+xnor: 11 / 2.79
fa+ha+maj: 10 / 3.62
-- critical path, delay by kind of cell (launching register included) --
kind,cells,cell delay [ns]
compound gates,2,0.68
fa+ha+maj,1,0.13
buf+inv,1,0.08
flops,1,0.42
simple gates,2,1.05
-- layer usage --
metal | vias up | routed length (um) | GRT usage [%]
met4 | 0 | 70 | 1.52
met3 | 9 | 219 | 3.92
li1 | 1253 | - | -
met2 | 38 | 2930 | 24.3
met1 | 1223 | 3400 | 27.2
met5 | - | 0 | 0
-- final timing paths --
path	start	to	slack [ns]	depth (start not counted)
max in group asynchronous	reset	tx	1.64	3
worst min-delay path	rx1	rx2	0.35	0
worst min register to register	rx1	rx2	0.35	0
worst max-delay path	baudtxcount[0]	txdata[1]	0.23	6
worst max register to register	baudtxcount[0]	txdata[1]	0.23	6
min in group asynchronous	reset	staterxbc	0.50	2
-- layout make-up --
| class | count | area share (%) |
|---|---|---|
| Clock buffer | 9 | 3.05 |
| Timing Repair Buffer | 29 | 7.02 |
| Tap cell | 105 | 3.23 |
| Sequential cell | 70 | 43.3 |
| Clock inverter | 7 | 2.98 |
| Inverter | 18 | 1.66 |
| Multi-Input combinational cell | 232 | 38.8 |
No activity file was given, so power comes from the tool's default toggle rates.
