==> flow/design.v <==
`timescale 1ns/100ps
module debounce
              ( clock,   
                reset,   
		    clken100hz,   
                key0in,  
                key1in,  
                key2in,  
                key3in,  
                key0out, 
                key1out, 
                key2out, 
                key3out  
              );
parameter    TIME_BASE   = 499999;   
input        clock, reset;
output       clken100hz;
input        key0in,key1in,key2in,key3in;
output       key0out,key1out,key2out,key3out;
reg  [18:0]  clkdiv;  
reg  [11:0]  key0sr;	  
reg  [11:0]  key1sr;	  
reg  [11:0]  key2sr;	  
reg  [11:0]  key3sr;	  
always @(posedge clock or posedge reset)
begin
  if ( reset )
  begin
    clkdiv <= 0;
  end
  else
  begin
    if ( clkdiv == TIME_BASE )		
	   clkdiv <= 0;
    else
	   clkdiv <= clkdiv + 1;
  end
end
assign clken100hz = ( clkdiv == TIME_BASE ); 
always @(posedge clock or posedge reset)
begin
  if ( reset )
  begin
    key0sr <= 0;
	 key1sr <= 0;
	 key2sr <= 0;
	 key3sr <= 0;
  end
  else
  begin
    if ( clken100hz )	   
	 begin
      key0sr <= (key0sr >> 1) | {key0in, 11'b0};
      key1sr <= (key1sr >> 1) | {key1in, 11'b0};
      key2sr <= (key2sr >> 1) | {key2in, 11'b0};
      key3sr <= (key3sr >> 1) | {key3in, 11'b0};
	 end
  end
end
assign key0out = & key0sr[9:6];
assign key1out = & key1sr[9:6];
assign key2out = & key2sr[9:6];
assign key3out = & key3sr[9:6];
endmodule
==> flow/run.sh <==
#!/bin/bash
# OpenROAD 26Q1-2900-gdf79404cd8, Yosys 0.63+post, stock flow scripts
make -C /OpenROAD-flow-scripts/flow DESIGN_CONFIG=/design/flow/config.mk WORK_HOME=/design/flow/orfs finish
==> flow/config.mk <==
export PLATFORM = sky130hd
export DESIGN_NAME = debounce
export DESIGN_NICKNAME = debounce
export VERILOG_FILES = /design/flow/design.v
export SDC_FILE = /design/flow/constraint.sdc
export NUM_CORES = 4
export LEC_CHECK = 1
export CORE_UTILIZATION = 40
==> flow/constraint.sdc <==
current_design debounce

set clk_period 4.9
set clk_io_pct 0.2

create_clock -name clk0 -period $clk_period [get_ports {clock}]

set non_clock_inputs [all_inputs -no_clocks]
set_input_delay [expr $clk_period * $clk_io_pct] -clock clk0 $non_clock_inputs
set_output_delay [expr $clk_period * $clk_io_pct] -clock clk0 [all_outputs]
==> notes.md <==
flow finished, numbers: syn_area_per_cell=12.86 um^2, ANT nets after route=0, first-pass GRT wire length=around 4.9 mm, grt total ovfl=0, area share, top type=0.5772, port bufs=10, min-delay worst type=reg -> reg, top cells by area=dfrtp_1 58%, mux2_2 12%, xnor2_1 3.8%, and4_1 2.8%, mux2_1 2.4%, chip footprint=4938 um^2, Slew headroom=0.6571, post-CTS sizing=0, Adder Share, Synth=0.006711, critical path peak fanout=8, Yosys Chip Area=between 1500 and 2000 um^2, number of synthesis warnings=1, Final Core Density=0.4759, Pwr Total=0.5840 mW, setup bufs post-CTS=0, Root Buffer=clkbuf_8, largest area contributor in the synthesized netlist=dfrtp_1, share of layout cells above drive strength 1=0.2050, total track usage=0.1277, Area Overhead vs Synth=12.68%, wire per inst=13.11 um, crit end category=output pin, Post-synth top cells=43 x dfrtp_1, 20 x mux2_2, 8 x nor2_1, 8 x xnor2_1, 7 x nand3_1, Tmin final=3.055 ns, FP Rows=24, Synth Cell Area=1864 um^2, Post-synth mux share=0.1450, CTS Buf Count=5, TritonCTS Sinks=43, fmax=about 330 MHz, Latency at later pin=between 0.2 and 0.3 ns, Iter 0 DRT Violations=between 80 and 90, ys flop type=dfrtp_1, DR vias=around 1100, most frequent cell after synthesis=dfrtp_1, Final Skew=0.004981 ns, TritonCTS clock tree=built, P per Cell Area=278.0 nW/um^2, via/cell ratio=5.315, main kind of combinational logic by area=simple AND/OR/NAND/NOR gates, Fin Setup TNS=0 ns, fp util=0.4223, final hold slack=0.4898 ns, RSZ-0062 raised after global routing=false, final wirelength=2.792 mm, Synth Seq Share=0.5772, Max VDD drop=0.1789 mV, Synth flops=43, cycle use final=0.6235, placed insts=205, worst slew pin tran=0.5144 ns, core area=4414 um^2, endpoints failing hold=0, Startpoint Class=flip-flop, Post-synth EDFFs=0, kind of critical path=reg -> out, CTS Buffer Depth=2, largest net degree at the start of global routing=44, I/O Pins=11, Worst Path Arrival=~2.1 ns, Leakage=0.9868 nW, CTS H-tree lvls=2, aoi share=0.02416, Post-Synthesis Cells=145, number of global-route vias before repair=1092, cts hold-fix bufs=0, data required time of the worst path=3.92 ns, Die Ht=70.27 um, DRC=0, Pins Over Slew Limit=0, Post-synth ARST share=1.000, gp weighted congestion=0.9136, status=finished clean, Synth cell types=28, xor/xnor share=0.06107, Simple-Gate Fraction of Synth Area=0.1584, final setup vio count=0, Log Warnings=25, r2r setup slk=2.69 ns, CTS clk-pin slew, worst paths=0.08 ns, ys cells=145, number of max-cap violations=0, final non-filler cell total=~210, Antenna diodes=0, Die X=70.27 um, DP Wirelength=1.820 mm, DR pass1 iterations=4, initial antenna violation count=0
sequential cells by signal, summed over array words and instances, names as in the netlist:
name,count
key1sr,6
key2sr,6
clkdiv,19
key0sr,6
key3sr,6
metal layers:
layer  up-vias  share of wire  track usage
met3         8          0.034      0.02628
met4         0          0.020      0.02000
li1        546              -            -
met1       560           0.50       0.1975
met5         -              0            0
met2        18           0.44       0.1989
cells by family (layout without fill, tap and decap cells):
| group | after synthesis | in the layout |
|---|---|---|
| buffers and inverters | 9 | 25 |
| and+or+nand+nor | 47 | 47 |
| adders and majority gates | 1 | 1 |
| AOI/OAI and AO/OA | 8 | 8 |
| DFF | 43 | 43 |
| xor gates and xnor gates | 13 | 13 |
| muxes | 24 | 24 |
stage by stage:
stage / setup slack (ns) / instance area [um^2]
final: 1.845 / 2101
after CTS: 1.844 / 2101
after floorplan: 2.879 / 1864
after detailed placement: 2.212 / 2012
after global routing: 1.730 / 2101
after global placement: 2.182 / 2012
path summary, 6_finish.rpt:
path	startpoint	endpoint	depth (start not counted)
setup / recovery	clkdiv[0]	clken100hz	4
hold / removal	key2sr[10]	key2sr[10]	1
setup reg to reg	clkdiv[0]	key1sr[10]	5
hold reg to reg	key2sr[10]	key2sr[10]	1
max in group asynchronous	reset	key1sr[10]	3
min in group asynchronous	reset	key0sr[9]	3
worst max-delay path: stages (launching register included):
cell and delay [ns]:
dfrtp_1 0.39, ha_1 0.21, nand4_1 0.33, nor4_1 0.33, clkdlybuf4s50_1 0.52
placed cells by master, fill, tap and decap left out, drive strengths merged, types with 3 or more instances in the layout:
master	netlist	final
dfrtp	43	43
mux2	24	24
clkdlybuf4s50	0	10
xnor2	8	8
nor2	8	8
nand3	7	7
and4	6	6
inv	5	5
nand2	5	5
nand4	5	5
xor2	5	5
clkbuf	0	5
a21oi	4	4
nor4	4	4
or3	3	3
report_power, final:
part	total, mW	switching, mW	leakage (nW)	internal, mW
Combinational	0.0108	0.00678	0.355	0.00403
Sequential	0.354	0	0.591	0.354
Clock	0.219	0.120	0.0402	0.0990
area by class of cell:
class / count / area [um^2]
clock inverters: 3 / 20.02
flip-flops and latches: 43 / 1076
clock buffers: 5 / 68.82
fillers: 372 / 2313
repair buffers: 12 / 115.1
well taps: 52 / 65.06
multi-input cells: 93 / 737.0
inverters: 5 / 18.77
No activity file was given, so power comes from the tool's default toggle rates.
